==> flow/design.v <==
module alu_1bit(
    input a,
    input b,
    input cin,
    input ainvert,
    input bnegate,
    input [2:0] op,
    output result,
    output cout
    );
wire net1, net2, net3, net4, net5, ajo, bjo;
not a1 (ajo, a);
not b1 (bjo, b);
mux_2to1 m2_A(ainvert, a, ajo, net1);
mux_2to1 m2_B(bnegate, b, bjo, net2);
and n3 (net3, net1, net2);
or n4 (net4, net1, net2);
full_adder FA (net1, net2, cin, net5, cout);
mux_4to1 m4 (result, net3, net4, net5, op[0], op[1], op[2] );
endmodule
module full_adder(a, b, cin, sum, cout);
input a, b, cin;
output sum, cout;
xor inst1 (net1, a, b);
and inst2 (net2, a, b);
xor inst3 (sum, net1, cin);
and inst4 (net3, net1, cin);
or inst5 (cout, net3, net2);
endmodule
module mux_4to1(output out, input D0, D1, D2, S0, S1, S2);
assign S1bar=~S1;
assign S0bar=~S0;
assign S2bar=~S2;
assign out = (D0 & S2bar & S1bar & S0bar) | (D1 & S2bar & S1bar & S0) | (D2 & S2bar & S1 & S0bar) ;
endmodule
module mux_2to1(s, d0, d1, z);
input s, d0, d1;
output z;
assign z = s ? d1 : d0;
endmodule
==> flow/run.sh <==
#!/bin/bash
# OpenROAD 26Q1-2900-gdf79404cd8, Yosys 0.63+post, stock flow scripts
make -C /OpenROAD-flow-scripts/flow DESIGN_CONFIG=/design/flow/config.mk WORK_HOME=/design/flow/orfs finish
==> flow/config.mk <==
export PLATFORM = sky130hd
export DESIGN_NAME = alu_1bit
export DESIGN_NICKNAME = alu_1bit
export VERILOG_FILES = /design/flow/design.v
export SDC_FILE = /design/flow/constraint.sdc
export NUM_CORES = 4
export LEC_CHECK = 1
export CORE_AREA = 10 10 70 70
export DIE_AREA = 0 0 80 80
==> flow/constraint.sdc <==
current_design alu_1bit

set clk_period 1.9
set clk_io_pct 0.2

create_clock -name clk0 -period $clk_period

set non_clock_inputs [all_inputs -no_clocks]
set_input_delay [expr $clk_period * $clk_io_pct] -clock clk0 $non_clock_inputs
set_output_delay [expr $clk_period * $clk_io_pct] -clock clk0 [all_outputs]
==> CHANGELOG.md <==
### Implementation results

- Global placement routability congestion: 0.679
- Setup ws final: -42.3 ps
- Die Wd: 80 um
- Crit-path slowest cell: fa_1
- Flop area: 0 um^2
- Dpl cells: 68
- Failing checks: setup timing
- Arr. time, crit path: 1560 ps
- Hold WS: 1380 ps
- CP Cell Sequence: buf_2 -> xor2_2 -> fa_1 -> mux2i_1 -> a211oi_2 -> buf_2
- Crit. End Element: primary output
- Peak Freq: 515 MHz
- Remaining antenna violation count: 0
- Total GRT Usage: 0.0130
- Vias in the first global route: 155
- Worst setup path category: input pin to primary output
- Setup Viol. Count Final: 1
- Static Leak: 0.124 nW
- 1st-iter DRT viols: 1
- Comb area: 119 um^2
- Critical Path RT: 1520 ps
- Status: finished with violations
- Drt pass-1 iters: 2
- Tool warning count: 36
- Yosys aoi share: 0.193
- Largest combinational cell category by area: adder cells
- Vias/cell: 1.67
- Yosys stat area: 104 um^2
- Slew headroom: 0.862
- Yosys synthesis warning count: 6
- Core area: 0.00342 mm^2
- Worst Hold Class: input pin to primary output
- Yosys top cell by instances: inv_1
- Share of cells above drive strength 1: 0.500
- Cell count after synthesis: 11
- MUX area fraction: 0.0964
- Slowest Stage Delay on Critical Path: 500 ps
- Chip area: 0.00640 mm^2
- Detailed Route WL: 426 um
- Total grt overflow: 0
- First-pass GRT wire length: 662 um
- Adder-Cell Fraction of Synth Area: 0.434
- P&R area growth vs syn: 189%
- Simple-Gate Area Share: 0
- Largest net degree at the start of global routing: 4
- Fp_density: 0.0304
- FFs & Latches: 0
- Layout clock buffer count: 0
- Distinct lib cells: 8
- Crit path launch type: input pin
- Io pins: 10
- Slew @ Worst Pin: 207 ps
- Max-area cell share: 0.241
- Unrepaired setup endpoints after global routing: true
- Post-synth top area cell: ha_1
- VDD IR max: 54.1 uV
- DRC viols: 0
- Min Tclk post-route: 1940 ps
- Row count: 21
- Port Buffer Count: 10
- Hold_buf cts: 0
- Yosys Instances: 11
- Avg WL per Cell: 6.09 um
- Seq share, synth: 0
- Initial antenna violation count: 0
- Max-Cap Viols: 0
- Crit share post-route: 1.02
- Synth cell count leaders: 3 x inv_1, 2 x ha_1
- Critical path peak fanout: 3
- Post-Synthesis Cell Area: 104 um^2
- Most used cell, CP: buf_2
- Final Hold Vio Count: 0
- Max-slew violation count: 0
- Via count: 117
- Power Density: 218 mW/mm^2
- Area contributors post-synth: ha_1 24%, fa_1 19%, a211oi_2 12%
- Diodes inserted: 0
- Synthesized area per cell: 9.44 um^2
- Layout fillers: 412
- Die height: 80 um
- Post-Layout Cell Count: 70
- Synthesized-area fraction occupied by xor and xnor cells: 0.169
-- critical path, delay by kind of cell --
| family | cells | cell delay (ps) |
|---|---|---|
| AOI/OAI and AO/OA | 1 | 170 |
| adders and majority gates | 1 | 500 |
| buffers and inverters | 2 | 240 |
| muxes | 1 | 80 |
| xor gates and xnor gates | 1 | 190 |
-- worst paths after layout --
check             slack [ps]  start     end  depth (start not counted)
setup / recovery         -40      b  result                          6
hold / removal          1380  op[2]  result                          3
-- kinds of logic after synthesis --
| group | count (synthesis) |
|---|---|
| XOR/XNOR | 2 |
| multiplexers | 1 |
| buffers and inverters | 3 |
| AND-OR/OR-AND | 2 |
| adder cells (fa/ha/maj) | 3 |
-- per-layer routing --
| metal | routed length [um] | track usage | vias up | share of wire |
|---|---|---|---|---|
| li1 | - | - | 59 | - |
| met3 | 32 | 0.00455 | 0 | 0.075 |
| met4 | 0 | 0 | 0 | 0 |
| met2 | 181 | 0.0217 | 6 | 0.42 |
| met1 | 212 | 0.0166 | 52 | 0.50 |
| met5 | 0 | 0 | - | 0 |
-- metrics by stage --
step                      TNS, ps  power, mW  utilization  worst slack [ps]  instance area (um^2)
after floorplan                 0     0.0192            -               137                   104
after global placement      -1400     0.0545       0.0788              -934                   269
after detailed placement    -1410     0.0560       0.0788              -936                   269
after CTS                   -65.8     0.0672       0.0879             -55.0                   300
after global routing         -189     0.0739       0.0879              -120                   300
final                       -42.3     0.0656       0.0879             -42.3                   300
-- final cells by class --
class | count | area share
inverter | 3 | 0.0375
timing repair buffer | 13 | 0.375
multi-input combinational | 8 | 0.396
tap | 46 | 0.192
-- power breakdown --
part | total, mW | switching, mW | internal [mW]
logic | 0.0656 | 0.0236 | 0.0420
registers | 0 | 0 | 0
clock network | 0 | 0 | 0
-- cells in the final DEF (no fill, tap or decap), drive strengths merged --
cell type	n
xor2	1
inv	3
xnor2	1
fa	1
clkdlybuf4s50	4
a211oi	1
o21a	1
dlygate4sd2	1
ha	2
buf	8
mux2i	1
-- timing repair --
item,4_1_cts,5_1_grt
pin swaps,4,0
setup endpoints to repair,2,2
setup buffers,2,0
resized,28,0
Power and IR drop assume default switching activity.
